==> design/flow/design.v <==
module lab6_top(KEY,SW,LEDR,HEX0,HEX1,HEX2,HEX3,HEX4,HEX5,CLOCK_50);
  input [3:0] KEY;
  input [9:0] SW;
  output [9:0] LEDR; 
  output [6:0] HEX0, HEX1, HEX2, HEX3, HEX4, HEX5;
  input CLOCK_50;
  wire [15:0] out, ir;
  input_iface IN(CLOCK_50, SW, ir, LEDR[7:0]);
  wire Z, N, V;
  cpu U( .clk   (~KEY[0]),  
         .reset (~KEY[1]), 
         .s     (~KEY[2]),
         .load  (~KEY[3]),
         .in    (ir),
         .out   (out),
         .Z     (Z),
         .N     (N),
         .V     (V),
         .w     (LEDR[9]) );
  assign HEX5[0] = ~Z;
  assign HEX5[6] = ~N;
  assign HEX5[3] = ~V;
  sseg H0(out[3:0],   HEX0);
  sseg H1(out[7:4],   HEX1);
  sseg H2(out[11:8],  HEX2);
  sseg H3(out[15:12], HEX3);
  assign HEX4 = 7'b1111111;
  assign {HEX5[2:1],HEX5[5:4]} = 4'b1111;  
  assign LEDR[8] = 1'b0;
endmodule
module input_iface(clk, SW, ir, LEDR);
  input clk;
  input [9:0] SW;
  output [15:0] ir;
  output [7:0] LEDR;
  wire sel_sw = SW[9];  
  wire [15:0] ir_next = sel_sw ? {SW[7:0],ir[7:0]} : {ir[15:8],SW[7:0]};
  vDFF #(16) REG(clk,ir_next,ir);
  assign LEDR = sel_sw ? ir[7:0] : ir[15:8];  
endmodule         
module vDFF(clk,D,Q);
  parameter n=1;
  input clk;
  input [n-1:0] D;
  output [n-1:0] Q;
  reg [n-1:0] Q;
  always @(posedge clk)
    Q <= D;
endmodule
module sseg(in,segs);
  input [3:0] in;
  output [6:0] segs;
  assign segs = 7'b0001110;   
endmodule
==> design/flow/run.sh <==
#!/bin/bash
# OpenROAD 26Q1-2900-gdf79404cd8, Yosys 0.63+post, stock flow scripts
make -C /OpenROAD-flow-scripts/flow DESIGN_CONFIG=/design/flow/config.mk WORK_HOME=/design/flow/orfs finish
==> design/flow/config.mk <==
export PLATFORM = sky130hd
export DESIGN_NAME = input_iface
export DESIGN_NICKNAME = input_iface
export VERILOG_FILES = /design/flow/design.v
export SDC_FILE = /design/flow/constraint.sdc
export NUM_CORES = 4
export LEC_CHECK = 1
export CORE_AREA = 10 10 78 78
export DIE_AREA = 0 0 88 88
==> design/flow/constraint.sdc <==
current_design input_iface

set clk_period 1.1
set clk_io_pct 0.2

create_clock -name clk0 -period $clk_period [get_ports {clk}]

set non_clock_inputs [all_inputs -no_clocks]
set_input_delay [expr $clk_period * $clk_io_pct] -clock clk0 $non_clock_inputs
set_output_delay [expr $clk_period * $clk_io_pct] -clock clk0 [all_outputs]
==> GITHUB_STEP_SUMMARY <==
## PnR job results

| Metric | Value |
|---|---|
| DRT Wirelength | `1.66 mm` |
| Final hold vios | `0` |
| Hold Path Class | `in -> reg` |
| Routed WL per cell | `12.5 um` |
| Slew Viols, Final | `0` |
| # clock sinks | `16` |
| Overall power | `1.49 mW` |
| Yosys top cell by instances | `edfxtp_1` |
| Total grt overflow | `0` |
| Status | `finished, violations left` |
| Initial drt markers | `7` |
| DRC | `0` |
| Ys async rst share | `0%` |
| Cells after Synth | `26` |
| Net switching fraction of the power | `18.1%` |
| Crit. End Element | `output port` |
| Slew headroom | `90.7%` |
| Clock power frac | `approximately 28%` |
| Gr usage total | `between 4 and 5%` |
| GRT met2 Usage | `7.41%` |
| Die width | `88 um` |
| Final hold slack | `0.401 ns` |
| H-tree Lvls | `1` |
| Worst-margin pin slew | `around 0.14 ns` |
| DR vias | `438` |
| Final ANT Viol Nets | `0` |
| Critical path class | `reg -> out` |
| CTS tree | `yes` |
| Period utilisation layout | `114%` |
| Critical-path top delay cell | `edfxtp_1` |
| Combinational cell fraction of total power | `21.9%` |
| Hold Buf Count CTS | `0` |
| Layout cells sized above 1 | `64.2%` |
| RSZ-0062 raised after global routing | `yes` |
| Final setup margin | `-0.150 ns` |
| Fmax | `800 MHz` |
| Internal | `approximately 1.2 mW` |
| Post-synth top cells | `16 x edfxtp_1, 8 x mux2_4, 1 x buf_6, 1 x inv_1` |
| CTS max path bufs | `2` |
| Top_reg_cell synth | `edfxtp_1` |
| Ant diodes | `0` |
| Crit Path Max Fanout | `2` |
| Syn_area_per_cell | `23.7 um^2` |
| IO Count | `35` |
| Yosys stat area | `616 um^2` |
| Max FFs per register | `16` |
| Crit-path cells | `mux2_4 -> buf_6` |
| Critical path data required time | `0.88 ns` |
| Initial antenna violation count | `0` |
| Placer Congestion | `0.736` |
| GRT met3 Usage | `2.71%` |
| Count of tool warnings | `28` |
| Leakage | `0.527 nW` |
| Final period demand of the worst path | `about 1.2 ns` |
| Failing checks | `negative setup slack` |
| Max Cap Viol | `0` |
| Site row count | `24` |
| Mapped cell area | `between 600 and 700 um^2` |
| Met1 track demand over resource | `4.23%` |
| Max incr delay on CP | `0.39 ns` |
| Core Area | `4410 um^2` |
| Register name with the most flops | `REG.Q` |
| Vias in the first global route | `~480` |
| Synth Seq Share | `78.0%` |
| Clock slew at reported path FFs | `0.05 ns` |
| Clk root buf | `clkbuf_8` |
| Vias per cell | `3.29` |
| Final setup vio count | `9` |
| PwrDens | `1210 nW/um^2` |
| Floorplan Utilization | `13.9%` |
| Yosys Instances | `26` |
| Synthesized registers | `16` |
| Die Ht | `88 um` |
| Layer with the highest usage | `met2` |
| Cell Type Count | `4` |
| Top cell type by total area after synthesis | `edfxtp_1` |
| Flop pwr share | `between 50% and 60%` |
| Top cells by area | `edfxtp_1 78%, mux2_4 20%, buf_6 1.8%` |
| CTS Buf Count | `3` |
| Worst Setup Start Kind | `flip-flop` |
| Area leader share | `78.0%` |
| Net Sw Power | `0.270 mW` |
| Post-synth EDFFs | `16` |
| Top flop regs | `REG.Q (16)` |
| First-pass GRT wire length | `~2.5 mm` |
| Chip area | `about 7700 um^2` |
| Worst Path Arrival | `between 1 and 1.5 ns` |
| Largest net degree at the start of global routing | `9` |
| P&R area growth vs syn | `99.4%` |
| First-pass DRT Iterations | `2` |
| Number of port buffers | `33` |
| # fillers | `around 430` |
| Maximum VDD drop | `0.359 mV` |
| YS warnings | `1` |
==> layer usage <==
layer / up-vias / routed length [um]
li1: 211 / -
met1: 207 / 557
met2: 20 / 867
met3: 0 / 237
met4: 0 / 0
met5: - / 0
==> critical path: cells and delay by family, from the launching register on <==
family	cells	cell delay [ns]
flip-flops	1	0.39
multiplexers	1	0.29
buffers and inverters	1	0.11
==> power groups by stage <==
| stage | logic, mW | clock network, mW | registers, mW |
|---|---|---|---|
| after CTS | 0.277 | 0.425 | 0.748 |
| after global routing | 0.350 | 0.463 | 0.756 |
| final | 0.326 | 0.414 | 0.750 |
==> logic make-up (layout without fill, tap and decap cells) <==
logic type / Yosys count / in the layout / synth area share (%)
buffers and inverters: 2 / 57 / 2.44
flip-flops: 16 / 16 / 78.0
multiplexers: 8 / 8 / 19.5
==> final cells by class <==
| type | instances | area [um^2] | share of cell area, % |
|---|---|---|---|
| multi-input combinational | 8 | 120 | 9.79 |
| tap | 52 | 65.1 | 5.30 |
| sequential | 16 | 480 | 39.1 |
| clock buffer | 3 | 41.3 | 3.36 |
| timing repair buffer | 53 | 517 | 42.1 |
| inverter | 1 | 3.75 | 0.306 |
==> cells in the final DEF, fill, tap and decap left out <==
cell,synthesis,final
inv_1,1,1
clkbuf_8,0,3
buf_6,1,19
edfxtp_1,16,16
buf_4,0,14
clkdlybuf4s50_1,0,8
clkdlybuf4s15_1,0,4
buf_16,0,1
mux2_4,8,8
buf_2,0,6
buf_12,0,1
==> final timing paths <==
kind,from,to,slack [ns],cells after the start
max,REG.Q[8],LEDR[0],-0.15,2
min,SW[9],REG.Q[13],0.40,2
==> stage by stage <==
step                area [um^2]  utilization (%)  std cells  worst slack (ns)  TNS, ns
floorplan                   616                -         26             0.243        0
global placement           1080             24.5        119            -0.749   -10.26
detailed placement         1080             24.5        119            -0.761   -10.43
CTS                        1140             25.8        130            -0.167    -1.11
global route               1230             27.8        133            -0.193    -1.79
finish                     1230             27.8        133            -0.150    -1.16
==> repair_timing <==
item	4_1_cts	5_1_grt
endpoints found under the setup margin	32	20
pin swaps	0	0
resized	75	17
buffers inserted	9	8
cloned	1	0
Power is estimated from default activity; no workload was simulated.
